==> flow/design.v <==
`timescale 1ns / 1ps
module adder_subtractor #(parameter WIDTH=16)(
    input [WIDTH-1:0] A,
    input [WIDTH-1:0] B,
    input add_sub,
    output reg [WIDTH-1:0] S
    );
	 always @*
	 begin
		if (add_sub)
			S = A-B;
		else
			S = A+B;
	 end
endmodule
==> flow/run.sh <==
#!/bin/bash
# OpenROAD 26Q1-2900-gdf79404cd8, Yosys 0.63+post, stock flow scripts
make -C /OpenROAD-flow-scripts/flow DESIGN_CONFIG=/design/flow/config.mk WORK_HOME=/design/flow/orfs finish
==> flow/config.mk <==
export PLATFORM = sky130hd
export DESIGN_NAME = adder_subtractor
export DESIGN_NICKNAME = adder_subtractor
export VERILOG_FILES = /design/flow/design.v
export SDC_FILE = /design/flow/constraint.sdc
export NUM_CORES = 4
export LEC_CHECK = 1
export CORE_AREA = 10 10 82 82
export DIE_AREA = 0 0 92 92
==> flow/constraint.sdc <==
current_design adder_subtractor

set clk_period 14.7
set clk_io_pct 0.2

create_clock -name clk0 -period $clk_period

set non_clock_inputs [all_inputs -no_clocks]
set_input_delay [expr $clk_period * $clk_io_pct] -clock clk0 $non_clock_inputs
set_output_delay [expr $clk_period * $clk_io_pct] -clock clk0 [all_outputs]
==> Changelog: implementation <==
### Changed

* Seq share, synth at 0
* Syn. warnings at 1
* WP depth at 15
* Chip area at 8460 um^2
* # setup viols final at 0
* Post-DP HPWL at 2690 um
* Seq_cells at 0
* Die height at 92 um
* Sw Pwr at 0.0340 mW
* Min setup slack post-route at 5.37 ns
* Die width at 92 um
* Routed length per instance at 11.6 um
* Setup crit start: B[0]
* Unique cell types at 35
* Initial DRT Pass Iterations at 3
* Crit end category: output pin
* Initial antenna violation count at 0
* Yosys stat area at 990 um^2
* Dpl cell area at 1560 um^2
* Clock tree buffer count of the final layout at 0
* Final Instance Area at 1560 um^2
* Fin. max-slew vios at 0
* Synth-to-Final Area Change at 58.0%
* Measured slew at the worst slew-check pin at 0.507 ns
* Vias at 1085
* Clock power frac at 0
* Final WL at 2950 um
* Rows at 26
* IO Count at 49
* Share of cells above drive strength 1 at 0.0380
* Slew HR at 0.661
* Critical-path cell list: clkdlybuf4s50_1, inv_1, ha_1, nand2b_1, or4_1, nor3_1, nor2_1, xnor2_1, ha_1, nand4_1, o22a_2, or3_1, a31oi_1, xnor2_1, clkdlybuf4s50_1
* Area of the core at 5070 um^2
* Max-cap violations at 0
* Startpoint types: input port
* Crit Path Category: input port to output pin
* Final period util at 0.635
* Cells on Worst Hold Path at 5
* Sw Ratio at 0.379
* Hold Fails Final Rpt at 0
* Top area cell types: xnor2_1 (20%), ha_1 (20%), a21oi_1 (8.6%), nor2_1 (5.3%), xor2_1 (5.3%)
* Post-CTS Setup Inserts at 0
* Most frequent cells in the layout: clkdlybuf4s50_1 (49), xnor2_1 (23), a21oi_1 (17)
* Post-CTS Resized at 0
* Worst-path fanout max at 5
* Arrival @ worst endpoint at 6.39 ns
* Final GP Congestion at 0.879
* Pwr dens at 57.3 nW/um^2
* First-pass GRT wire length at 4910 um
* Starting Density at 0.195
* DRC at 0
* DR vias/cell at 4.27
* CP peak stage delay at 0.48 ns
* # Cells Yosys at 136
* Achievable Freq at 107 MHz
* Max IR drop VDD at 21.4 uV
* Sequential power share at 0
* Antenna cells at 0
* Worst min-delay path class: input port to output pin
* Largest net degree at the start of global routing at 16
* Mapped Cells at 136
* Delay-heaviest family, CP: simple AND/OR/NAND/NOR gates
* Slowest CP cell: clkdlybuf4s50_1
* Required time worst endpoint at 11.76 ns
* Outcome: complete, no violations
* Place WS at 5.33 ns
* Combinational power share at 1.000
* Dominant cell type by area after synthesis: xnor2_1
* Post-route ant nets at 0
* Total power at 0.0895 mW
* Crit path time final at 9.33 ns
* CP endpoint: S[12]
* GRT Total Usage at 0.0682
* IO Port Bufs at 49
* Number of OpenROAD warnings at 32
* Internal power at 0.0556 mW
* Vias in the first global route at 1062
* Leak at 0.619 nW
* Most used logic cell in the final layout: clkdlybuf4s50_1
* Syn_area_per_cell at 7.28 um^2
* CTS Hold Bufs at 0
* Top-area cell share at 0.204
* DRT iter0 DRCs at 52
* Fin Setup TNS at 0 ns
* RSZ-0062 raised after global routing: no
* Reg area at 0 um^2
* Buffers plus inverters on the worst setup path at 3
* Cell area after synthesis at 990 um^2
* Total grt overflow at 0
==> synthesized netlist by cell type (all sizes together) (2+ instances only) <==
library cell / instances
xnor2: 23
a21oi: 17
ha: 16
nor2: 14
inv: 9
nand2: 6
o21ai: 6
xor2: 6
nand2b: 5
a31oi: 4
a21o: 3
nor3: 3
nor2b: 2
o211ai: 2
==> power groups by stage <==
stage	clock network [mW]	registers, mW	logic [mW]
4_1_cts	0	0	0.0916
5_1_grt	0	0	0.101
6_report	0	0	0.0895
==> through the flow <==
step,hold slack (ns),utilization,cells
2_1_floorplan,5.99,-,136
3_3_place_gp,6.89,0.308,254
3_5_place_dp,6.88,0.308,254
4_1_cts,6.88,0.308,254
5_1_grt,6.95,0.308,254
6_report,6.87,0.308,254
==> area by class of cell <==
class	count	area, um^2
fill	569	3510
multi-input combinational	126	952
timing repair buffer	49	490
tap	70	87.6
inverter	9	33.8
==> per-layer routing <==
| metal | track usage | vias up | share of wire |
|---|---|---|---|
| li1 | - | 586 | - |
| met1 | 0.0962 | 467 | 0.49 |
| met2 | 0.106 | 32 | 0.43 |
| met3 | 0.0214 | 0 | 0.082 |
| met4 | 0 | 0 | 0 |
| met5 | 0 | - | 0 |
==> worst min-delay path, delay by kind of cell <==
family	cells	cell delay (ns)
adder cells (fa/ha/maj)	1	0.12
buffers and inverters	4	0.87
==> how the worst min path moves through the flow <==
stage     startpoint   end
4_1_cts         A[0]  S[0]
5_1_grt         A[0]  S[0]
6_report        A[0]  S[0]
==> kinds of logic (layout without fill, tap and decap cells) <==
group / after synthesis / after routing / synth area share
compound gates: 40 / 40 / 0.272
xor+xnor: 29 / 29 / 0.257
fa+ha+maj: 17 / 17 / 0.223
buf+inv: 10 / 58 / 0.0379
mux: 1 / 1 / 0.0101
simple gates: 39 / 39 / 0.201
Power figures rest on the tool's default switching activity, not on a simulated workload.
