===== flow/run.sh =====
#!/bin/bash
# OpenROAD 26Q1-2900-gdf79404cd8, Yosys 0.63+post, stock flow scripts
make -C /OpenROAD-flow-scripts/flow DESIGN_CONFIG=/design/flow/config.mk WORK_HOME=/design/flow/orfs finish

===== flow/config.mk =====
export PLATFORM = sky130hd
export DESIGN_NAME = Brauns_array_mutliplier_4bit
export DESIGN_NICKNAME = Brauns_array_mutliplier_4bit
export VERILOG_FILES = /design/flow/design.v
export SDC_FILE = /design/flow/constraint.sdc
export NUM_CORES = 4
export LEC_CHECK = 1
export CORE_AREA = 10 10 70 70
export DIE_AREA = 0 0 80 80

===== flow/constraint.sdc =====
current_design Brauns_array_mutliplier_4bit

set clk_period 3.2
set clk_io_pct 0.2

create_clock -name clk0 -period $clk_period

set non_clock_inputs [all_inputs -no_clocks]
set_input_delay [expr $clk_period * $clk_io_pct] -clock clk0 $non_clock_inputs
set_output_delay [expr $clk_period * $clk_io_pct] -clock clk0 [all_outputs]

===== flow/design.v =====
`timescale 1ns / 1ps
module Full_adder(
    input A,
    input B,
    input C_in,
    output S,
    output C_out
    );
	 wire ab, bc, ac, temp1, temp2;
	 xor X1(temp1, A, B);
	 xor X2(S, temp1, C_in);
	 and A1(ab, A, B);
	 and A2(ac, A, C_in);
	 and A3(bc, B, C_in);
	 or  O1(temp2, ab, bc);
	 or  O2(C_out, temp2, ac);
endmodule
`timescale 1ns / 1ps
module Half_adder(
    input a,
    input b,
    output s,
    output c_out
    );
	 xor X1(s,a,b);
	 and A1(c_out, a, b);
endmodule
`timescale 1ns / 1ps
module Brauns_array_mutliplier_4bit(
    input [3:0] A,
    input [3:0] B,
    output [7:0] AB
    );
	 wire       a1b0, a2b0, a3b0;
	 wire a0b1, a1b1, a2b1, a3b1;
	 wire a0b2, a1b2, a2b2, a3b2;
	 wire a0b3, a1b3, a2b3, a3b3;
	 wire [2:0] carry1, carry2, carry3, carry4;
	 wire [1:0] sum1, sum2, sum3;
	 and A00(AB[0], A[0], B[0]);
	 and A10(a1b0, A[1], B[0]);
	 and A20(a2b0, A[2], B[0]);
	 and A30(a3b0, A[3], B[0]);
	 and A01(a0b1, A[0], B[1]);
	 and A11(a1b1, A[1], B[1]);
	 and A21(a2b1, A[2], B[1]);
	 and A31(a3b1, A[3], B[1]);
	 and A02(a0b2, A[0], B[2]);
	 and A12(a1b2, A[1], B[2]);
	 and A22(a2b2, A[2], B[2]);
	 and A32(a3b2, A[3], B[2]);
	 and A03(a0b3, A[0], B[3]);
	 and A13(a1b3, A[1], B[3]);
	 and A23(a2b3, A[2], B[3]);
	 and A33(a3b3, A[3], B[3]);
	 Half_adder HA1(.a(a1b0), .b(a0b1), .s(AB[1]), .c_out(carry1[0]));
	 Half_adder HA2(.a(a2b0), .b(a1b1), .s(sum1[0]), .c_out(carry1[1]));
	 Half_adder HA3(.a(a3b0), .b(a2b1), .s(sum1[1]), .c_out(carry1[2]));
	 Full_adder FA1(.A(sum1[0]), .B(carry1[0]), .C_in(a0b2), .S(AB[2]), .C_out(carry2[0]));
	 Full_adder FA2(.A(sum1[1]), .B(carry1[1]), .C_in(a1b2), .S(sum2[0]), .C_out(carry2[1]));
	 Full_adder FA3(.A(a3b1),    .B(carry1[2]), .C_in(a2b2), .S(sum2[1]), .C_out(carry2[2]));
	 Full_adder FA4(.A(sum2[0]), .B(carry2[0]), .C_in(a0b3), .S(AB[3]), .C_out(carry3[0]));
	 Full_adder FA5(.A(sum2[1]), .B(carry2[1]), .C_in(a1b3), .S(sum3[0]), .C_out(carry3[1]));
	 Full_adder FA6(.A(a3b2),    .B(carry2[2]), .C_in(a2b3), .S(sum3[1]), .C_out(carry3[2]));
	 Half_adder HA4(.a(sum3[0]), .b(carry3[0]), .s(AB[4]), .c_out(carry4[0]));
	 Full_adder FA7(.A(sum3[1]), .B(carry3[1]), .C_in(carry4[0]), .S(AB[5]), .C_out(carry4[1]));
	 Full_adder FA8(.A(a3b3),    .B(carry3[2]), .C_in(carry4[1]), .S(AB[6]), .C_out(AB[7]));
endmodule

==> job_summary.md <==
### Yosys + OpenROAD results

| Metric | Value |
|---|---|
| Largest net degree at the start of global routing | `5` |
| Hold path startpoint | `A[3]` |
| CP max FO | `3` |
| FP Util | `11.8%` |
| Required @ worst endpoint | `2.56 ns` |
| # clk buffers | `0` |
| DR pass1 iterations | `3` |
| Total Wirelength | `827 um` |
| Rel. slew slack | `93.4%` |
| DIE AREA | `6400 sq um` |
| Pre-CTS setup slack | `-1.37 ns` |
| Leakage power | `0.296 nW` |
| P&R area growth vs syn | `51.7%` |
| DR iter-0 viols | `1` |
| Yosys chip area | `404 sq um` |
| Critical Path AT | `3.19 ns` |
| First-pass GRT wire length | `1.68 mm` |
| # rows | `21` |
| Post-Syn Instances | `48` |
| Fin Hold WS | `1.84 ns` |
| Unique cell types | `6` |
| Yosys warns | `0` |
| Fin crit share | `120%` |
| Hold endpoint | `AB[7]` |
| Die width | `80 um` |
| Diodes inserted | `0` |
| I/O pins | `16` |
| Share of layout cells above drive strength 1 | `46.8%` |
| Final Hold Viols | `0` |
| Final Slew Violations | `0` |
| Maximum VDD drop | `0.0502 mV` |
| TNS Setup | `-1.41 ns` |
| DR WL/cell | `7.66 um` |
| Gr usage total | `3.17%` |
| Power Density | `146 nW/um^2` |
| Sequential area share after synthesis | `0%` |
| Die Height | `80 um` |
| Hold WC Path Type | `input pin to primary output` |
| RSZ-0062 raised after global routing | `true` |
| Post-synth top cells | `13 x and2_1, 13 x inv_1, 8 x fa_1` |
| Registers | `0` |
| Area leader share | `39.6%` |
| Vias in the first global route | `360` |
| Worst Slack Setup Final | `-0.627 ns` |
| Hold depth | `5` |
| Least-Margin Pin Slew | `0.0985 ns` |
| Status | `finished, violations left` |
| Util after Layout | `17.9%` |
| Synth Cell Area | `404 sq um` |
| Total design power | `0.0895 mW` |
| Peak Freq | `261 MHz` |
| Placed cell count | `107` |
| Crit start category | `input pin` |
| Cell area leaders | `fa_1 40%, and2_1 20%, buf_4 13%` |
| Non-filler cells in the finished layout | `108` |
| Detail Placement HPWL | `802 um` |
| Cell count listed in synth_stat.txt | `48` |
| Input/output buffers | `16` |
| Placer Congestion | `0.792` |
| Total core area | `3420 sq um` |
| DRT antenna net count | `0` |
| Area leader, netlist | `fa_1` |
| Log Warnings | `35` |
| MaxCap Viol Count | `0` |
| Total gr overflow | `0` |
| Initial antenna violation count | `0` |
| Vias per cell | `2.71` |
| Register area | `0 sq um` |
| DRC | `0` |
| Kind of end point of the critical path | `primary output` |
| Area of all placed cells without fillers | `613 sq um` |
| Syn_area_per_cell | `8.42 sq um` |
| Placed Area | `622 sq um` |
| Crit Path Class | `input pin to primary output` |
| Failing checks | `setup timing` |
| Vias | `293` |
| Final Setup Violations | `3` |
| Final Critical Period | `3.83 ns` |
==> worst max-delay path, stage by stage <==
cell    delay (ns)
buf_8         0.10
and2_4        0.15
ha_4          0.15
fa_1          0.48
inv_2         0.04
fa_1          0.43
inv_1         0.06
ha_2          0.16
inv_2         0.04
fa_2          0.34
inv_2         0.06
fa_1          0.40
buf_2         0.12
==> how the worst max path moves through the flow <==
stage                 from  endpoint  slack [ns]  cells past startpoint
after CTS             A[3]     AB[6]       -0.64                     13
after global routing  A[3]     AB[6]       -0.76                     13
final                 A[3]     AB[6]       -0.63                     13
==> cell type report <==
cell class / count / area (sq um)
fill: 400 / 2800
inverter: 13 / 48.8
multi-input combinational: 28 / 333
tap: 46 / 57.6
timing repair buffer: 21 / 174
==> logic make-up after synthesis <==
family / Yosys count / synth area share [%]
buffers and inverters: 20 / 25.1
AND/OR/NAND/NOR: 16 / 22.9
adder cells (fa/ha/maj): 12 / 52.0
==> cell usage in the layout, fill, tap and decap left out, types with 4 or more instances in the layout <==
master | synthesis | final
and2_1 | 13 | 10
inv_2 | 0 | 6
buf_4 | 7 | 5
inv_1 | 13 | 7
buf_2 | 0 | 6
fa_1 | 8 | 5
clkdlybuf4s50_1 | 0 | 4
==> metal layers <==
metal	vias to the layer above	global-route usage (%)	share of wire [%]	wire length [um]
met2	14	4.49	38	315
met5	-	0	0	0
li1	156	-	-	-
met1	123	4.61	48	400
met4	0	0	0	0
met3	0	1.36	14	112
==> what timing repair did <==
item / in CTS / in global routing
setup endpoints to repair: 6 / 4
pin swaps: 11 / 0
resized: 47 / 5
hold buffers: 0 / 0
setup buffers: 0 / 1
==> where the power goes <==
part           internal (mW)  switching [mW]  total, mW
clock network              0               0          0
registers                  0               0          0
logic                 0.0539          0.0355     0.0895
Power and IR drop assume default switching activity.
