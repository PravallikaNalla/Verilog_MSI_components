===== design/flow/design.v =====
`timescale 1ns / 1ps
module Full_adder(
    input A,
    input B,
    input C_in,
    output S,
    output C_out
    );
	 wire ab, bc, ac, temp1, temp2;
	 xor X1(temp1, A, B);
	 xor X2(S, temp1, C_in);
	 and A1(ab, A, B);
	 and A2(ac, A, C_in);
	 and A3(bc, B, C_in);
	 or  O1(temp2, ab, bc);
	 or  O2(C_out, temp2, ac);
endmodule
`timescale 1ns / 1ps
module Half_adder(
    input a,
    input b,
    output s,
    output c_out
    );
	 xor X1(s,a,b);
	 and A1(c_out, a, b);
endmodule
`timescale 1ns / 1ps
module Baugh_Wooley_multiplier_4bit(
    input [3:0] A,
    input [3:0] B,
    output [7:0] AB
    );
	 wire       a1b0, a2b0, a3_b0;
	 wire a0b1, a1b1, a2b1, a3_b1;
	 wire a0b2, a1b2, a2b2, a3_b2;
	 wire a0_b3, a1_b3, a2_b3, a3b3;
	 wire dummy;
	 wire [2:0] carry1, carry2;
	 wire [3:0] carry3, carry4;
	 wire [1:0] sum1, sum2;
	 wire [3:0] sum3;
	 and A00(AB[0], A[0], B[0]);
	 and A10(a1b0, A[1], B[0]);
	 and A20(a2b0, A[2], B[0]);
	 and A30(a3_b0, A[3], ~B[0]);
	 and A01(a0b1, A[0], B[1]);
	 and A11(a1b1, A[1], B[1]);
	 and A21(a2b1, A[2], B[1]);
	 and A31(a3_b1, A[3], ~B[1]);
	 and A02(a0b2, A[0], B[2]);
	 and A12(a1b2, A[1], B[2]);
	 and A22(a2b2, A[2], B[2]);
	 and A32(a3_b2, A[3], ~B[2]);
	 and A03(a0_b3, ~A[0], B[3]);
	 and A13(a1_b3, ~A[1], B[3]);
	 and A23(a2_b3, ~A[2], B[3]);
	 and A33(a3b3,  A[3],  B[3]);
	 Half_adder HA1(.a(a1b0), .b(a0b1), .s(AB[1]), .c_out(carry1[0]));
	 Half_adder HA2(.a(a2b0), .b(a1b1), .s(sum1[0]), .c_out(carry1[1]));
	 Half_adder HA3(.a(a3_b0), .b(a2b1), .s(sum1[1]), .c_out(carry1[2]));
	 Full_adder FA1(.A(sum1[0]), .B(carry1[0]), .C_in(a0b2), .S(AB[2]), .C_out(carry2[0]));
	 Full_adder FA2(.A(sum1[1]), .B(carry1[1]), .C_in(a1b2), .S(sum2[0]), .C_out(carry2[1]));
	 Full_adder FA3(.A(a3_b1),    .B(carry1[2]), .C_in(a2b2), .S(sum2[1]), .C_out(carry2[2]));
	 Full_adder FA4(.A(sum2[0]), .B(carry2[0]), .C_in(a0_b3), .S(sum3[0]), .C_out(carry3[0]));
	 Full_adder FA5(.A(sum2[1]), .B(carry2[1]), .C_in(a1_b3), .S(sum3[1]), .C_out(carry3[1]));
	 Full_adder FA6(.A(a3_b2),    .B(carry2[2]), .C_in(a2_b3), .S(sum3[2]), .C_out(carry3[2]));
	 Full_adder FA7(.A(~A[3]),    .B(~B[3]),      .C_in(a3b3), .S(sum3[3]), .C_out(carry3[3]));
	 Full_adder FA8(.A(A[3]), .B(B[3]), .C_in(sum3[0]), .S(AB[3]), .C_out(carry4[0]));
	 Full_adder FA9(.A(sum3[1]), .B(carry3[0]), .C_in(carry4[0]), .S(AB[4]), .C_out(carry4[1]));
	 Full_adder FAa(.A(sum3[2]), .B(carry3[1]), .C_in(carry4[1]), .S(AB[5]), .C_out(carry4[2]));
	 Full_adder FAb(.A(sum3[3]), .B(carry3[2]), .C_in(carry4[2]), .S(AB[6]), .C_out(carry4[3]));
	 Full_adder FAc(.A(1), .B(carry3[3]), .C_in(carry4[3]), .S(AB[7]), .C_out(dummy));
endmodule

===== design/flow/run.sh =====
#!/bin/bash
# OpenROAD 26Q1-2900-gdf79404cd8, Yosys 0.63+post, stock flow scripts
make -C /OpenROAD-flow-scripts/flow DESIGN_CONFIG=/design/flow/config.mk WORK_HOME=/design/flow/orfs finish

===== design/flow/config.mk =====
export PLATFORM = sky130hd
export DESIGN_NAME = Baugh_Wooley_multiplier_4bit
export DESIGN_NICKNAME = Baugh_Wooley_multiplier_4bit
export VERILOG_FILES = /design/flow/design.v
export SDC_FILE = /design/flow/constraint.sdc
export NUM_CORES = 4
export LEC_CHECK = 1
export CORE_AREA = 10 10 70 70
export DIE_AREA = 0 0 80 80

===== design/flow/constraint.sdc =====
current_design Baugh_Wooley_multiplier_4bit

set clk_period 4.6
set clk_io_pct 0.2

create_clock -name clk0 -period $clk_period

set non_clock_inputs [all_inputs -no_clocks]
set_input_delay [expr $clk_period * $clk_io_pct] -clock clk0 $non_clock_inputs
set_output_delay [expr $clk_period * $clk_io_pct] -clock clk0 [all_outputs]

==> run notes <==
Logic synthesis
• 9 — Cell variety after synth
• 1 — Yosys Warn Count
• 53 — number of cells in the yosys synthesis report
• 53 — gate count of the mapped netlist
• 8.69 sq um — synthesized area per cell
• 0% — Seq/Total Area, Yosys
• 460 sq um — chip area from the yosys synthesis statistics
• 460 sq um — area of the mapped netlist

Final layout
• 44.8% — synthesis-to-layout area growth
• 0 sq um — area taken by flip-flops and latches
• 381 — Layout fillers
• 0 — number of sequential cells in the layout
• sky130_fd_sc_hd__inv_1, sky130_fd_sc_hd__inv_2, sky130_fd_sc_hd__fa_1 — most frequent logic cells in the routed design
• 667 sq um — final instance area
• 42.2% — share of post-route cells with drive strength above 1
• 0 — clkbuf count
• 110 — non-filler cells in the finished layout
• sky130_fd_sc_hd__inv_1 — most common cell after layout, fill and taps aside

Drt
• 0 — remaining design rule violation count
• 8.20 microns — detailed-route wire length per cell
• 3 — drt pass-1 iters
• 902 microns — Post-Route WL
• 389 microns — Post-Route M1 WL
• 12 — violation tally from detailed-route iteration zero
• 3.00 — per-cell via count in the routed design
• met3 — uppermost metal layer occupied by signal nets
• 330 — total number of vias
• 0 — Ant. Diodes
• 126 microns — met3 wire length
• 386 microns — sum of met2 wire segment lengths after detailed routing
• 0 — residual antenna-violating net count after detailed routing

Die
• 13.5% — floorplan core density
• 0.00640 sq mm — chip area
• 80 microns — die height
• 80 microns — width of the chip
• 0.00342 sq mm — core area
• 16 — IO Count
• 21 — floorplan row count

Placement
• 673 sq um — Placement Cell Area
• 16 — number of port buffers
• 864 microns — HPWL after detailed placement
• 110 — # placed instances
• -1280 ps — Post-Place Setup Slack
• 0.761 — weighted congestion reported at the end of routability-driven placement

Timing
• 0 — final hold viol count
• true — RSZ-0062 raised after global routing
• 4910 ps — final critical path time including I/O delays and setup
• 107% — period utilisation layout
• 204 MHz — timing-limited maximum frequency
• -312 ps — setup slack after layout
• 90.3% — worst max-slew margin expressed relative to the limit
• 145 ps — Tightest Pin Transition
• 2400 ps — worst slack on hold paths
• 0 — max-slew violation total from the final report
• 2 — # setup viols final

Critical path
• 3990 ps — Crit path arrival time
• 3680 ps — worst path required time
• A[2] — beginning of the critical path
• adder cells — largest delay contributor family on the critical path
• sky130_fd_sc_hd__fa_2 — Max stage delay cell, worst path
• 520 ps — CP peak stage delay
• buf_8 > and2_4 > ha_4 > inv_2 > fa_1 > fa_1 > inv_2 > fa_2 > inv_2 > fa_2 > inv_2 > fa_2 > fa_2 > buf_2 — cell chain of the critical path
• output pin — endpoint class of the critical path
• input port — kind of start point of the critical path
• 4 — critical-path maximum fanout
• 6 — total buffers and inverters traversed by the critical path
• input port to output pin — kind of critical path

Run
• 0 — Max-Cap Viols
• 36 — count of tool warnings

GRT
• 0 — leftover overflow at the end of global routing
• 1670 microns — wire length of the first global-routing pass
• 6 — largest net degree at the start of global routing
• 0 — antenna violations before repair
• 3.11% — aggregate global-route resource usage
• 381 — vias in the first global route

Pwr
• 25.2 uV — IR Drop Worst-Case VDD
• 131 mW/mm^2 — total power density per cell area
• 87.7 uW — total power after layout
• 0.000303 uW — cell leakage power

Outcome
• finished, violations left — status
• setup timing — violated checks

Min path
• input port to output pin — Hold WC Path Type
• A[3] — min-delay src

[worst paths after layout]
check	endpoint	slack, ps	cells past startpoint
worst min-delay path	AB[7]	2400	5
worst max-delay path	AB[6]	-310	14
[kinds of logic after synthesis]
logic type	after synthesis	synth area share (%)
buf+inv	23	24.5
fa+ha+maj	14	54.3
xor+xnor	1	1.90
simple gates	15	19.3
[per-layer routing]
| layer | vias to the layer above | GRT usage (%) |
|---|---|---|
| met2 | 14 | 4.98 |
| met1 | 155 | 4.10 |
| li1 | 161 | - |
| met4 | 0 | 0 |
| met3 | 0 | 1.25 |
| met5 | - | 0 |
[cells in the mapped netlist, drive strengths merged]
library cell  instances  area (sq um)
ha                    4          50.1
nor2b                 2          12.5
buf                   7          52.6
inv                  16          60.1
and2                  7          43.8
nand2                 2          7.51
xnor2                 1          8.76
fa                   10           200
nand2b                4          25.0
[final cells by class]
type,instances,area (sq um),area share [%]
multi-input combinational,30,395,59.3
timing repair buffer,18,154,23.1
inverter,16,60.1,9.01
tap,46,57.6,8.63
[per-stage QoR]
step                      utilization (%)  TNS, ps
after floorplan                         -     -392
after global placement               19.7    -4320
after detailed placement             19.7    -4330
after CTS                            19.6     -895
after global routing                 19.5     -926
final                                19.5     -623
[repair_timing]
action,in CTS,in global routing
hold buffers,0,0
pin swaps,10,4
setup buffers,0,0
resized,43,2
endpoints found under the setup margin,5,3
gates cloned,0,0
[tightest hold or removal path: cells and delay by family]
family     cells  cell delay [ps]
xor+xnor       1               80
fa+ha+maj      1              210
buf+inv        3              270
[power breakdown]
part	internal, uW	switching [uW]
Sequential	0	0
Combinational	53.2	34.4
Clock	0	0
Total	53.2	34.4
Power and IR drop assume default switching activity.
